### ./constraint.sdc
current_design spi_receiver_slave

set clk_period 8.9
set clk_io_pct 0.2

create_clock -name clk0 -period $clk_period [get_ports {clk}]

set non_clock_inputs [all_inputs -no_clocks]
set_input_delay [expr $clk_period * $clk_io_pct] -clock clk0 $non_clock_inputs
set_output_delay [expr $clk_period * $clk_io_pct] -clock clk0 [all_outputs]
### ./config.mk
export PLATFORM = sky130hd
export DESIGN_NAME = spi_receiver_slave
export DESIGN_NICKNAME = spi_receiver_slave
export VERILOG_FILES = /design/flow/design.v
export SDC_FILE = /design/flow/constraint.sdc
export NUM_CORES = 4
export LEC_CHECK = 1
export CORE_UTILIZATION = 50
### ./design.v
module spi_receiver_slave (
    input wire clk,                  
    input wire spi_mosi,             
    input wire spi_cs_n,             
    output  wr_en_out,               
    output  [31:0] wr_data_out,      
    output  [23:0] wr_address_out    
);
    localparam CMD_WRITE = 8'hFF;  
    reg [7:0] cmd;
    reg [23:0] address = 0;
    reg [31:0] data= 0;
    reg [7:0]  counter = 0;
    reg en_out= 0;
    reg [23:0] address_out = 0;
    reg [31:0] data_out= 0;
    always @(posedge clk ) begin
        if (!spi_cs_n) begin
            if (counter < 8) begin
                cmd [7-counter] <= spi_mosi;
                counter <= counter +1; 
            end else if (counter < 32) begin
                if (cmd == CMD_WRITE) begin
                    address [31-counter] <= spi_mosi;
                end
                counter <= counter +1;
            end else if (counter < 64) begin
                if (cmd == CMD_WRITE) begin
                    data [63-counter] <= spi_mosi;
                end
                counter <= counter +1;
            end else begin
                if (cmd == CMD_WRITE && counter == 64) begin
                    address_out <= address;
                    data_out <= data;
                    en_out <= 1;
                end
                counter <= 0;
            end
        end else begin
        address_out <= 0;
        data_out <= 0;
        en_out <= 0;
        end
    end
assign wr_en_out = en_out;
assign wr_data_out = data_out;
assign wr_address_out = address_out;
endmodule
### ./run.sh
#!/bin/bash
# OpenROAD 26Q1-2900-gdf79404cd8, Yosys 0.63+post, stock flow scripts
make -C /OpenROAD-flow-scripts/flow DESIGN_CONFIG=/design/flow/config.mk WORK_HOME=/design/flow/orfs finish
==> flow_metrics.tcl <==
# place-and-route summary
set metrics [dict create \
    hold_path.class "reg2reg" \
    yosys_cells 701 \
    drtIter0Drc 446 \
    synth-main-ff-cell "edfxtp_1" \
    edf_count 72 \
    cts_setup_buffers 0 \
    seq_area_mm2 0.00330 \
    wirelength_um 15200 \
    warnings 34 \
    use_met2 0.351 \
    leakage_nw 2.51 \
    core_mm2 0.0134 \
    clock_path_buffers 2 \
    start_kind "register" \
    drc 0 \
    fa_ha_area_frac 0.0666 \
    maxCapViolCount 0 \
    numClockSinks 129 \
    synth.cellmix.compoundShare 0.0639 \
    synthCells 701 \
    fin_crit_ns 4.88 \
    top_area_frac 0.311 \
    max_freq_mhz 205 \
    ys_warn_count 1 \
    pre_cts_ws_ns 4.13 \
    firstDrtPassIters 4 \
    cts_buffers 17 \
    cts-root-buf "clkbuf_16" \
    grtUsageMet1 0.385 \
    diodes 0 \
    status "finished, final reports clean" \
    drive_above_1_share 0.147 \
    syn_area_per_cell_um2 9.92 \
    xor_share 0.0202 \
    grt_pass1_wl_um 25300 \
    vdd_drop_max_uv 170 \
    clk_latency_ns 0.41 \
    overflow 0 \
    finalSetupViolCount 0 \
    criticalPathCategory "reg2reg" \
    arrival_ns 5.03 \
    grt_max_degree 65 \
    slew_headroom 0.466 \
    mux_share 0.105 \
    ant_nets 0 \
    logic_family "simple AND/OR/NAND/NOR gates" \
    power_density_mw_per_mm2 171 \
    hold_buffers 0 \
    cp-end-kind "register" \
    logic_area_mm2 0.00341 \
    synthArstFlopShare 0 \
    fin_ws_ns 4.02 \
    area_leaders "edfxtp_1 31%, dfxtp_1 16%, mux2_2 10%" \
    synth_flops 129 \
    busiest_layer "met1" \
    initCoreUtil 0.519 \
    area_delta_synth_final_pct 18.6 \
    place_congestion 0.897 \
    syn_area_mm2 0.00695 \
    slew_viol_final 0 \
    timing.final.crit_share 0.548 \
    vias 5302 \
    dieHeight_um 120 \
    portBuffers 59 \
    rows 42 \
    grt_antenna_before_repair 0 \
    ctsResizeCount 0 \
    yosys.cell_types.count 55 \
    synth_seq_share 0.475 \
    rsz0062_at_grt "no" \
    viasPerCell 5.65 \
    die-area_mm2 0.0144 \
    fin_tns_setup_ns 0 \
    tightest_slew_ns 0.794 \
    n_fill_cell 1104 \
    yosys_area_mm2 0.00695 \
    post-dp-hpwl_um 10100 \
    critical_path.max_fanout 14 \
    critPathRequiredTime_ns 9.06 \
    htreeDepth 4 \
    fin_skew_ns 0.00686 \
    hold_viol 0 \
    routed_wire_length_per_instance_um 16.2 \
    dieWidth_um 120 \
    grt_use_met3 0.0510 \
    io_pins 60 \
    track_usage 0.235 \
    grt_pass1_vias 4997 \
    cts.clk_slew.worst_paths_ns 0.05 \
    largest_area_cell "edfxtp_1" \
    yosys.area_share.simple 0.235 \
    cts_tree "done" \
]
==> through the flow <==
stage / utilization / cell area [µm²] / cells / power (mW) / hold slack (ns)
finish: 0.615 / 8240 / 939 / 1.41 / 0.451
global route: 0.615 / 8240 / 939 / 1.47 / 0.471
CTS: 0.615 / 8240 / 939 / 1.43 / 0.455
detailed placement: 0.571 / 7650 / 907 / 0.749 / 0.447
global placement: 0.571 / 7650 / 907 / 0.748 / 0.442
floorplan: - / 6950 / 701 / 0.719 / 0.416
==> registers in the layout (all words and copies together) (netlist names) <==
register	cells
data	32
data_out	32
address	24
address_out	24
cmd	8
counter	8
en_out	1
==> area by class of cell <==
type,instances,share of cell area
clock buffers,24,0.0624
repair buffers,71,0.0820
multi-input cells,519,0.414
inverters,12,0.00547
well taps,176,0.0267
clock inverters,8,0.00865
flip-flops and latches,129,0.401
==> cells in the final DEF, fill, tap and decap left out, types with 4 or more instances in the layout <==
cell	count
nand3_1	42
mux2_2	63
a21oi_1	57
edfxtp_1	72
inv_1	10
buf_4	12
nor3_1	17
nand2_1	144
clkinv_2	4
clkdlybuf4s50_1	58
dfxtp_1	57
and2_1	9
xnor2_1	13
nor2_1	35
nand3b_1	6
clkbuf_16	19
ha_1	37
and3_1	4
nor4b_1	6
nand4b_1	8
nand4_1	19
nor4_1	10
nor2b_1	8
==> power by group <==
part,internal [mW],switching [mW],total [mW]
clock,0.431,0.244,0.675
combinational,0.0320,0.0696,0.102
sequential,0.628,0.00773,0.636
==> cells in the mapped netlist, types with 4 or more instances <==
cell type / instances
and3_1: 4
nor2_1: 35
inv_1: 10
nor3_1: 17
nor4b_1: 6
dfxtp_1: 57
a21oi_1: 57
ha_1: 37
nand3b_1: 6
nand4_1: 19
nand4b_1: 8
and4_1: 4
nand3_1: 42
nor2b_1: 8
nor4_1: 10
xnor2_1: 13
buf_6: 4
buf_1: 4
and2_1: 9
clkbuf_1: 30
nand2_1: 144
edfxtp_1: 72
mux2_2: 63
==> metal layers <==
layer | wire length (µm) | share of wire
met1 | 7040 | 0.46
met2 | 7110 | 0.47
met3 | 945 | 0.062
met4 | 146 | 0.0096
met5 | 0 | 0
==> final timing paths <==
path              slack [ns]           end         start  cells past startpoint
hold reg to reg         0.45  data_out[22]  data_out[22]                      2
hold / removal          0.45  data_out[22]  data_out[22]                      2
setup reg to reg        4.02        cmd[3]    counter[3]                     13
setup / recovery        4.02        cmd[3]    counter[3]                     13
==> worst max-delay path, cell delays in order, from the launching register on <==
cell and delay (ns):
edfxtp_1 0.65, inv_1 0.18, ha_1 0.36, nor4bb_1 0.68, nand2_1 0.15, nor3_1 0.50
nand2_1 0.13, ha_1 0.31, nor4_1 0.26, nand4_1 0.14, nor4_1 0.26, o221ai_1 0.34
nor4_1 0.30, mux2_2 0.37
==> logic make-up after synthesis <==
family / after synthesis
buffers and inverters: 53
AOI/OAI and AO/OA: 74
and+or+nand+nor: 327
adders and majority gates: 37
DFF: 129
xor gates and xnor gates: 16
muxes: 65
Power is estimated from default activity; no workload was simulated.
