$ cat run.sh
#!/bin/bash
# OpenROAD 26Q1-2900-gdf79404cd8, Yosys 0.63+post, stock flow scripts
make -C /OpenROAD-flow-scripts/flow DESIGN_CONFIG=/design/flow/config.mk WORK_HOME=/design/flow/orfs finish
$ cat config.mk
export PLATFORM = sky130hd
export DESIGN_NAME = Complex_Multiplier
export DESIGN_NICKNAME = Complex_Multiplier
export VERILOG_FILES = /design/flow/design.v
export SDC_FILE = /design/flow/constraint.sdc
export NUM_CORES = 4
export LEC_CHECK = 1
export CORE_UTILIZATION = 40
$ cat constraint.sdc
current_design Complex_Multiplier

set clk_period 5.7
set clk_io_pct 0.2

create_clock -name clk0 -period $clk_period [get_ports {clk}]

set non_clock_inputs [all_inputs -no_clocks]
set_input_delay [expr $clk_period * $clk_io_pct] -clock clk0 $non_clock_inputs
set_output_delay [expr $clk_period * $clk_io_pct] -clock clk0 [all_outputs]
$ cat design.v
module Complex_Multiplier (
	input clk,  
	input signed  [7:0] Re_in_1,
	input signed  [7:0] Im_in_1, 
    input signed  [7:0] Re_in_2, 
    input signed  [7:0] Im_in_2, 
    input signed [1:0] data_valid_in,
    output signed  [15:0] Re_out, 
    output signed  [15:0] Im_out,
	output signed  [1:0] data_valid_out
);
reg [7:0] a = 0;
reg [7:0] b = 0;
reg [7:0] c = 0;
reg [7:0] d = 0;
reg [15:0] k1 = 0;
reg [15:0] k2 = 0;
reg [15:0] k3 = 0;
reg [15:0] x = 0;
reg [15:0] y = 0;
reg [2:0] state = 0;
reg [1:0] flag = 0;
reg [3:0] cnt = 0;
reg [1:0] data_good_out = 0;
reg signed [7:0] operand1 = 0; 
reg signed [7:0] operand2 = 0;
reg signed [15:0] result = 0; 
  	always @(posedge clk) begin
		result <= operand1 * operand2;
    end
  	always @(posedge clk) begin
    if (data_valid_in) 
	begin
		a <= Re_in_1;
		b <= Im_in_1;
		c <= Re_in_2;
		d <= Im_in_2;
		state <= 1;
		k1 <= result;
		flag <= 1;
	end
	case (state)
		1: begin
		operand1 <= c;
		operand2 <= (b - a);
		k2 <= result;
		data_good_out <= 0;
		state <= state + 1;
		end
		2: begin
		operand1 <= b;
		operand2 <= (c - d);
		k3 <= result;
		state <= state + 1;
		end
		3: begin
		operand1 <= a;
		operand2 <= (c + d);
		k1 <= result;
		x <= k2 - k1;
		y <= k1 + k3;
		if (flag == 1 && data_valid_in) 
		begin
		end else
		if (flag == 1 ) 
		begin
			state <= 1;
			flag <= 0;
		end else 
		begin
			state <= 0;
		end
		if (flag == 1 && cnt < 1) 
		begin
			cnt <= cnt + 1;
		end else
		if (flag == 1 && cnt < 2) 
		begin
			data_good_out <= 1;
			cnt <= cnt + 1;
		end else
		if (flag == 1 && cnt == 2) 
		begin
			data_good_out <= 1;
		end else
		begin
			data_good_out <= 1;
			cnt <= 0;
		end
		end
		default: begin
		data_good_out <= 0;
		end
	endcase
  end
  assign Re_out = x;
  assign Im_out = y;
  assign data_valid_out = data_good_out;
endmodule
==> reports/results.tsv <==
metric	value	unit
seq_area	4410	um^2
ys_area	9650	um^2
cts-buffers-inserted	17	
hold_viol_final	0	
path_max_fanout	8	
gp_congestion	0.933	
whs_endpoint	flag[1]	
grt_pass1_wl	26.9	mm
r2r_setup_slack	1.12	ns
ys_cells	837	
cts-root-buf	clkbuf_16	
placed_area	10700	um^2
worstHoldPathCells	2	
r2r-end	result[15]	
yosysTopAreaCellShare	41.4	%
die_w	157	um
yosysWarnings	1	
fp-utilization	41.0	%
ioPinCount	69	
wl_per_cell	12.6	um
cts.path.max_buffers	2	
async_reset_ff_share	0	%
vias	5926	
drt-pass1-iter-count	4	
clk_pin_slew_worst_paths	0.06	ns
synthCells	837	
via_per_inst	4.73	
dp_hpwl	12.5	mm
drcViolationCount	0	
relSlewSlack	46.7	%
diodes	0	
end_kind	register	
status	finished clean	
worstMarginPinSlew	0.799	ns
setup_viol_count_final	0	
rows	56	
arrival	4.88	ns
area_delta_synth_final	17.2	%
cap_violations	0	
cp.required	6.00	ns
die_area	24800	um^2
holdCritStartpoint	flag[1]	
grt_antenna_before_repair	0	
cts_num_sinks	154	
fp.coreArea	23500	um^2
slew_viol_final	0	
path_class	register to register	
stdcell_count	1252	
clock_latency	0.42	ns
postSynthAreaPerCell	11.5	um^2
wl	15.7	mm
dpl.cell_count	1221	
grt_pass1_vias	5996	
edf_count	133	
grt_max_degree	55	
ys_seq_share	45.7	%
drtIter0Drc	187	
rsz0062_at_grt	false	
synth.distinct_cells	55	
final_layout_size_suffix_gt1_share	4.61	%
post-cts-setup-buffer-count	0	
grt_overflow_total	0	
cts_tree	built	
die-height	157	um
top_area_cell	edfxtp_1	
synth-seq-cells	154	
r2r.worst_path.cells	16	
utilization	48.1	%
topCellsByArea	edfxtp_1 41%, fa_1 12%, ha_1 11%	
gr-usage-all-layers	14.4	%
fin_crit_sh	80.4	%
hold_class	register to register	
critPathLaunchType	register	
max_freq	218	MHz
n_fill_cell	2133	
fin_setup_tns	0	ns
final_antenna_net_count	0	
stdcell_area	11300	um^2
port_buffers	67	
fin_crit	4.58	ns
synth_area	9650	um^2
hold_buffers	0	
cts_htree_levels	4	
skew	0.0127	ns
regToRegStartpoint	operand1[3]	
comb_area	4720	um^2
post_cts_resized	0	
ff_type	edfxtp_1	
tool_warnings	29	
through the flow:
step                      worst slack, ns  hold WS [ns]
final                                1.12         0.433
after global routing                0.855         0.441
after CTS                            1.13         0.434
after detailed placement             1.13         0.424
after global placement               1.17         0.418
after floorplan                      1.50         0.409
worst max path at each step:
stage	startpoint	endpoint	depth (start not counted)
CTS	operand1[3]	result[15]	16
global route	operand1[3]	result[15]	16
finish	operand1[3]	result[15]	16
per-layer routing:
metal | routed length [um] | part of all wire [%] | up-vias | track usage, %
met4 | 606 | 3.9 | 0 | 4.85
met5 | 0 | 0 | - | 0
met2 | 7560 | 48 | 134 | 23.9
met3 | 608 | 3.9 | 39 | 2.72
met1 | 6950 | 44 | 2723 | 19.9
li1 | - | - | 3030 | -
registers in the layout, indices dropped and copies added, names as in the netlist:
signal         count
c                  8
k2                16
k1                16
cnt                4
result            16
flag               2
operand2           8
y                 16
x                 16
k3                16
data_good_out      1
state              3
operand1           8
b                  8
a                  8
d                  8
area by class of cell:
| type | instances | area share, % |
|---|---|---|
| Multi-Input combinational cell | 544 | 41.7 |
| Sequential cell | 154 | 39.0 |
| Timing Repair Buffer | 72 | 6.26 |
| Inverter | 132 | 4.38 |
| Clock buffer | 20 | 3.86 |
| Tap cell | 319 | 3.53 |
| Clock inverter | 11 | 1.28 |
critical path, cell delays in order, from the launching register on:
cell      delay [ns]
edfxtp_1        0.48
and2_1          0.22
fa_1            0.53
inv_1           0.05
fa_1            0.48
inv_1           0.06
fa_1            0.52
inv_1           0.05
fa_1            0.53
inv_1           0.04
ha_1            0.29
o21ai_0         0.10
o21ai_0         0.31
a31oi_1         0.17
o41ai_1         0.38
a21oi_1         0.13
xnor2_1         0.13
Yosys cell counts (all sizes together) (5+ instances only):
master and number:
a211oi 5, a21o 13, a21oi 28, a22oi 8, a31oi 11, and2 50
clkbuf 6, dfxtp 21, edfxtp 133, fa 59, ha 81, inv 132
nand2 41, nand2b 7, nand3 10, nor2 46, nor2b 12, nor3 14
nor3b 5, o211ai 7, o21a 8, o21ai 26, or3 8, xnor2 39
xor2 16
cell families after synthesis:
logic type | synth area share, %
AND-OR/OR-AND | 9.01
XOR/XNOR | 4.99
adder cells (fa/ha/maj) | 22.7
buffers and inverters | 5.50
flip-flops | 45.7
multiplexers | 0.532
other | 0.0389
AND/OR/NAND/NOR | 11.5
layout by cell type (no fill, tap or decap), drive strengths merged, types with 12 or more instances in the layout:
cell,count
dfxtp,21
xnor2,39
clkbuf,20
a21oi,28
edfxtp,133
inv,134
xor2,16
ha,81
o21ai,26
nor3,14
a21o,13
and2,50
clkdlybuf4s50,67
fa,59
nor2b,12
nand2,41
nor2,46
