<file path="/design/flow/design.v">
module IIR_1 (
    input clk,
    input signed [7:0] x, 
    output signed [17:0] y 
);
reg [8:0] count = 0;		 
reg [8:0] countdown = 0;		 
reg signed [17 : 0] y_out = 0;  
reg signed [7 : 0] x_ = 0;  
reg signed [7 : 0] x_minus1 = 0;  
reg signed [7 : 0] x_minus2 = 0;  
reg signed [7 : 0] x_minus3 = 0;  
reg signed [7 : 0] x_minus4 = 0;  
reg signed [17 : 0] y_ = 0;  
    always @(posedge clk ) begin
        if (count <10) begin
            case (count)
                0: begin
                    x_mult_b <= x;  
                    x_ <= x;   
                end
                1: begin
                    x_ <= x;   
                    x_minus1 <= x_;   
                end
                2: begin
                    x_ <= x;   
                    x_minus1 <= x_;   
                    x_minus2 <= x_minus1;   
                end
                3: begin
                    y_ <= out_x_mult_b;   
                    y_mult_a <= out_x_mult_b;   
                    x_mult_b <= x_minus1;   
                    x_ <= x;   
                    x_minus1 <= x_;   
                    x_minus2 <= x_minus1;   
                    x_minus3 <= x_minus2;   
                end
                4: begin
                    x_mult_b <= x_minus1;   
                    x_mult_a_b <= x_minus2;  
                    y_mult_a_square <= y_;  
                    x_ <= x;   
                    x_minus1 <= x_;   
                    x_minus2 <= x_minus1;   
                    x_minus3 <= x_minus2;   
                end
                5: begin
                    x_mult_b <= x_minus1;   
                    x_mult_a_b <= x_minus2;  
                    x_mult_a_a_b <= x_minus3;  
                    y_mult_a_cube <= y_;  
                    y_out <= out_x_mult_b;   
                    x_ <= x;   
                    x_minus1 <= x_;   
                    x_minus2 <= x_minus1;   
                    x_minus3 <= x_minus2;   
                    y_ <= y_out;
                end
                6: begin
                    x_mult_b <= x_minus1;   
                    x_mult_a_b <= x_minus2;  
                    x_mult_a_a_b <= x_minus3;  
                    y_mult_a_cube <= out_y_mult_a +  out_x_mult_b;  
                    y_out <= out_y_mult_a +  out_x_mult_b;   
                    x_ <= x;   
                    x_minus1 <= x_;   
                    x_minus2 <= x_minus1;   
                    x_minus3 <= x_minus2;   
                end
                7: begin
                    x_mult_b <= x_minus1;   
                    x_mult_a_b <= x_minus2;  
                    x_mult_a_a_b <= x_minus3;  
                    y_mult_a_cube <= out_y_mult_a_square +  out_x_mult_a_b + out_x_mult_b;  
                    y_out <= out_y_mult_a_square +  out_x_mult_a_b + out_x_mult_b;   
                    x_ <= x;   
                    x_minus1 <= x_;   
                    x_minus2 <= x_minus1;   
                    x_minus3 <= x_minus2;   
                end
                8: begin
                    x_mult_b <= x_minus1;   
                    x_mult_a_b <= x_minus2;  
                    x_mult_a_a_b <= x_minus3;  
                    y_mult_a_cube <= out_y_mult_a_cube + out_x_mult_a_a_b +  out_x_mult_a_b + out_x_mult_b;  
                    y_out <= out_y_mult_a_cube + out_x_mult_a_a_b +  out_x_mult_a_b + out_x_mult_b;   
                    x_ <= x;   
                    x_minus1 <= x_;   
                    x_minus2 <= x_minus1;   
                    x_minus3 <= x_minus2;   
                    countdown <= 5; 
                end
                9: begin
                    x_mult_b <= x_minus1;   
                    x_mult_a_b <= x_minus2;  
                    x_mult_a_a_b <= x_minus3;  
                    y_mult_a_cube <= out_y_mult_a_cube + out_x_mult_a_a_b +  out_x_mult_a_b + out_x_mult_b;  
                    y_out <= out_y_mult_a_cube + out_x_mult_a_a_b +  out_x_mult_a_b + out_x_mult_b;   
                    x_ <= x;   
                    x_minus1 <= x_;   
                    x_minus2 <= x_minus1;   
                    x_minus3 <= x_minus2;   
                    countdown <= 5; 
                end
            endcase  
            count <= count +1;  
        end else begin
                x_mult_b <= x_minus1;   
                x_mult_a_b <= x_minus2;  
                x_mult_a_a_b <= x_minus3;  
                y_mult_a_cube <= out_y_mult_a_cube + out_x_mult_a_a_b +  out_x_mult_a_b + out_x_mult_b;  
                if (countdown > 0) begin
                y_out <= out_y_mult_a_cube + out_x_mult_a_a_b +  out_x_mult_a_b + out_x_mult_b;  
                end else begin
                y_out <= 0;
                end
                x_ <= x;   
                x_minus1 <= x_;   
                x_minus2 <= x_minus1;   
                x_minus3 <= x_minus2;   
                if (x == 0 & countdown > 0) begin
                countdown <= countdown - 1; 
                end else if (countdown < 5 & x != 0) begin
                countdown <= countdown + 1; 
                end
        end
    end
reg signed [7 : 0] x_mult_b; 		 
reg signed [7 : 0] x_mult_a_b;	 
reg signed [7 : 0] x_mult_a_a_b;	 
reg signed [15 : 0] y_mult_a;	 
reg signed [15 : 0] y_mult_a_square;	 
reg signed [15 : 0] y_mult_a_cube;	 
wire signed [15 : 0] out_x_mult_b; 		 
wire signed [15 : 0] out_x_mult_a_b;	 
wire signed [15 : 0] out_x_mult_a_a_b;	 
wire signed [15 : 0] out_y_mult_a;	 
wire signed [15 : 0] out_y_mult_a_square;	 
wire signed [15 : 0] out_y_mult_a_cube;	 
multiplier_2cycle m_x_mult_b(
	.clk 	(clk),
	.mult_1	(-16'sd1),
	.mult_2	(x_mult_b),
	.res 	(out_x_mult_b)
);
multiplier_2cycle m_x_mult_a_b(
	.clk 	(clk),
	.mult_1	(-16'sd1),
	.mult_2	(x_mult_a_b),
	.res 	(out_x_mult_a_b)
);
multiplier_2cycle m_x_mult_a_a_b(
	.clk 	(clk),
	.mult_1	(-16'sd1),
	.mult_2	(x_mult_a_a_b),
	.res 	(out_x_mult_a_a_b)
);
multiplier_2cycle m_y_mult_a(
	.clk 	(clk),
	.mult_1	(16'sd1),
	.mult_2	(y_mult_a),
	.res 	(out_y_mult_a)
);
multiplier_2cycle m_y_mult_a_square(
	.clk 	(clk),
	.mult_1	(16'sd1),
	.mult_2	(y_mult_a_square),
	.res 	(out_y_mult_a_square)
);
multiplier_2cycle m_y_mult_a_cube(
	.clk 	(clk),
	.mult_1	(16'sd1),
	.mult_2	(y_mult_a_cube),
	.res 	(out_y_mult_a_cube)
);
assign y = y_out;
endmodule
module multiplier_2cycle (
    input clk,
    input signed [15:0] mult_1,
    input signed [15:0] mult_2,
    output signed [15:0] res
);
    reg signed [15:0] temp;
    reg signed [15:0] result;
    always @(posedge clk) begin
        temp <= mult_1 * mult_2;
        result <= temp;
    end
assign res = result;
endmodule
</file>
<file path="/design/flow/run.sh">
#!/bin/bash
# OpenROAD 26Q1-2900-gdf79404cd8, Yosys 0.63+post, stock flow scripts
make -C /OpenROAD-flow-scripts/flow DESIGN_CONFIG=/design/flow/config.mk WORK_HOME=/design/flow/orfs finish
</file>
<file path="/design/flow/config.mk">
export PLATFORM = sky130hd
export DESIGN_NAME = IIR_1
export DESIGN_NICKNAME = IIR_1
export VERILOG_FILES = /design/flow/design.v
export SDC_FILE = /design/flow/constraint.sdc
export NUM_CORES = 4
export LEC_CHECK = 1
export CORE_UTILIZATION = 30
</file>
<file path="/design/flow/constraint.sdc">
current_design IIR_1

set clk_period 7.3
set clk_io_pct 0.2

create_clock -name clk0 -period $clk_period [get_ports {clk}]

set non_clock_inputs [all_inputs -no_clocks]
set_input_delay [expr $clk_period * $clk_io_pct] -clock clk0 $non_clock_inputs
set_output_delay [expr $clk_period * $clk_io_pct] -clock clk0 [all_outputs]
</file>
==> changes_impl.md <==
### Changed

* Failing checks: DRC
* Design area at 16500 sq um
* Worst Path Arrival at 4.84 ns
* Adder-Cell Fraction of Synth Area at 13.1%
* Slew @ Worst Pin at 0.952 ns
* Pleak at 6.42 nW
* Routed WL per cell at between 15 and 20 um
* P_sw at about 0.82 mW
* Initial antenna violation count at 0
* Largest logic family: adder cells
* Rows at 79
* Sw frac at 20.8%
* I/O Pins at 27
* Power per Cell Area at 240 nW/um^2
* Reg area at between 8000 and 9000 sq um
* Post-CTS Setup Bufs at 0
* Dominant flop cell: dfxtp_1
* Asr flop ratio synth at 0%
* Maximum VDD drop at 0.213 mV
* Detailed Route Iter0 Violations at 487
* Vias per inst at 4.58
* Width of the chip at 220 um
* Hold Slack at ~0.31 ns
* Global-route wire length before repair at 49.1 mm
* Largest net degree at the start of global routing at 40
* # clock sinks at 348
* # port buffers at 26
* Hold Vio Cnt, Final at 0
* Worst path cell trace: inv_1, fa_1, inv_1, fa_1, ha_1, fa_1, a211oi_1, o21ai_1, o211a_1, o21ai_1, o221ai_1, a21oi_1, xnor2_1, a211o_1
* Ys Warns at 5
* RSZ-0062 raised after global routing: no
* Top-area cell share at 32.8%
* Total number of vias at 8493
* Yosys Instances at approximately 1200
* Mux share at 0.780%
* # hold bufs at CTS at 0
* CTS Root Cell: clkbuf_16
* Share of layout cells above drive strength 1 at 6.18%
* Crit path time final at 4.56 ns
* Max-Cap Viols at 0
* Clock transition at path regs at 0.06 ns
* Final TNS setup at 0 ns
* Worst Hold Class: flop to flop
* CTS resizes at 0
* First-pass DRT Iterations at roughly 52
* Clk Latency, worst-skew pair at around 0.55 ns
* YS chip area at 14300 sq um
* Vias in the first global route at 8658
* Ao+oa area frac at about 11%
* Worst Setup Path Type: flop to flop
* Ant diodes at 0
* Post-synth EDFFs at 156
* Total congestion overflow at 0
* Post-synthesis area per instance at 12.2 sq um
* Synth area leader: edfxtp_1
* Xor-xnor portion of the synthesized cell area at 4.22%
* CP delay by family, top: AND-OR/OR-AND gates
* Die ar. at 48500 sq um
* Antenna Nets Post-Route at 0
* CP max-delay cell: fa_1
* Post-Syn Area at 14300 sq um
* Crit path max fanout at 6
* Clock power frac at 45.5%
* TritonCTS clock tree: yes
* Pins Over Slew Limit at 0
* Height of the die at 220 um
* Remaining DRCs at 1
* AND/OR/NAND/NOR Cells, Area Fraction at 7.10%
* Comb area at approximately 5200 sq um
* Tool warnings at 28
* Fill count at 4437
* Clk buf depth at 3
* Period utilisation layout at 62.5%
* Core Footprint at 46800 sq um
* Sequential share of power at 52.2%
* Type of element launching the critical path: flop
* Fmax achieved at 219 MHz
* Worst path bufs/invs at 2
* Unique cell types at 58
* Gpl congestion at 0.984
* Post-detail-place hpwl at 23.4 mm
* Max incr delay on CP at 0.54 ns
* Placed cell areas at around 15000 sq um
* Pint at 3.13 mW
* Combinational fraction of design power at 2.3%
* Floorplan Utilization at 30.6%
* Seq/Total Area, Yosys at 59.7%
* H-tree Lvls at 2
* Final setup fails at 0
* Ys flops at ~350
* Status: complete, but fails checks
* Top area cell types: edfxtp_1 33%, dfxtp_1 27%, fa_1 7.3%
* Power, Total at 3.95 mW
* P&R area growth vs syn at 15.5%
* Most used cell along the critical path: fa_1
* Total track usage at roughly 14%
* Clock skew at roughly 0.026 ns
* Drt total wl at 31.3 mm
* Synth Instances at 1167
* Crit end category: flop
* CTS buffer count at 37
* Crit path DRT at about 7.6 ns
* Worst rel slew slack at a little over a third
layer usage:
| layer | up-vias | share of wire (%) | wire (um) | global-route usage (%) |
|---|---|---|---|---|
| met2 | 230 | 46 | 14300 | 21.8 |
| met1 | 4033 | 45 | 14100 | 20.9 |
| met5 | - | 0 | 0 | 0 |
| met3 | 41 | 7.2 | 2240 | 4.10 |
| met4 | 0 | 1.9 | 606 | 2.46 |
| li1 | 4189 | - | - | - |
synthesized netlist by cell type, drive strengths merged, types with 5 or more instances:
| cell | number |
|---|---|
| nor2b | 7 |
| a211oi | 12 |
| nor4 | 6 |
| nor2 | 70 |
| o211ai | 8 |
| ha | 66 |
| xnor2 | 42 |
| and3 | 7 |
| dfxtp | 192 |
| a22oi | 13 |
| o21a | 5 |
| fa | 52 |
| o221ai | 6 |
| edfxtp | 156 |
| nand2b | 12 |
| nor3 | 10 |
| o21ai | 65 |
| a21o | 18 |
| a21oi | 73 |
| o22ai | 13 |
| mux2 | 9 |
| nand4 | 8 |
| xor2 | 26 |
| nand3 | 11 |
| clkbuf | 22 |
| nand2 | 72 |
| inv | 125 |
| a221o | 9 |
| a31oi | 6 |
cells by family (layout without fill, tap and decap cells):
kind of cell	count (synthesis)	in the layout
flip-flops	348	348
AND-OR/OR-AND	252	252
AND/OR/NAND/NOR	220	220
buffers and inverters	151	230
adder cells (fa/ha/maj)	118	118
XOR/XNOR	68	68
multiplexers	10	10
final cells by class:
type / instances / share of cell area, %
timing repair buffer: 38 / 2.12
clock inverter: 13 / 1.02
sequential: 348 / 51.7
inverter: 125 / 2.84
multi-input combinational: 668 / 31.5
tap: 607 / 4.60
clock buffer: 54 / 6.25
sequential cells by signal (all words and copies together), names as in the netlist, 16 cells and up:
signal,count
y_out,18
m_x_mult_a_a_b.result,16
m_x_mult_a_a_b.temp,16
m_x_mult_a_b.result,16
m_x_mult_a_b.temp,16
m_x_mult_b.result,16
m_x_mult_b.temp,16
m_y_mult_a.result,16
m_y_mult_a.temp,16
m_y_mult_a_cube.result,16
m_y_mult_a_cube.temp,16
m_y_mult_a_square.result,16
m_y_mult_a_square.temp,16
y_,16
y_mult_a,16
y_mult_a_cube,16
y_mult_a_square,16
placed cells by master (no fill, tap or decap), types with 37 or more instances in the layout:
master,Yosys,layout
xnor2_1,41,41
clkbuf_16,0,38
inv_1,122,122
fa_1,52,52
nand2_1,70,69
edfxtp_1,156,156
o21ai_0,37,37
nor2_1,70,69
dfxtp_1,192,192
a21oi_1,73,73
ha_1,66,66
through the flow:
step / cells / utilization, % / setup slack (ns)
after global placement: 1786 / 32.7 / 2.54
after CTS: 1853 / 35.3 / 2.75
after global routing: 1853 / 35.3 / 2.45
after floorplan: 1167 / - / 3.39
final: 1853 / 35.3 / 2.74
after detailed placement: 1786 / 32.7 / 2.45
worst reg2reg max path, stage by stage (launching register included):
cell and delay (ns):
dfxtp_1 0.52, inv_1 0.13, fa_1 0.54, inv_1 0.05, fa_1 0.45, ha_1 0.25, fa_1 0.44, a211oi_1 0.47
o21ai_1 0.14, o211a_1 0.18, o21ai_1 0.34, o221ai_1 0.19, a21oi_1 0.20, xnor2_1 0.10, a211o_1 0.30
power by group through the flow:
stage / combinational (mW) / sequential, mW / clock (mW)
final: 0.0911 / 2.06 / 1.80
after global routing: 0.103 / 2.06 / 1.93
after CTS: 0.0918 / 2.06 / 1.84
final timing paths:
path,startpoint,to,slack [ns],depth (start not counted)
worst min register to register,m_y_mult_a.temp[6],m_y_mult_a.result[6],0.31,0
worst max register to register,m_x_mult_b.result[1],y_out[17],2.74,14
worst min-delay path,m_y_mult_a.temp[6],m_y_mult_a.result[6],0.31,0
worst max-delay path,m_x_mult_b.result[1],y_out[17],2.74,14
Power and IR drop assume default switching activity.
